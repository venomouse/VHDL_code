[/design/flow/constraint.sdc]
current_design fifo_manager_hananel

set clk_period 10.8
set clk_io_pct 0.2

create_clock -name clk0 -period $clk_period [get_ports {clk}]

set non_clock_inputs [all_inputs -no_clocks]
set_input_delay [expr $clk_period * $clk_io_pct] -clock clk0 $non_clock_inputs
set_output_delay [expr $clk_period * $clk_io_pct] -clock clk0 [all_outputs]
[/design/flow/run.sh]
#!/bin/bash
# OpenROAD 26Q1-2900-gdf79404cd8, Yosys 0.63+post, stock flow scripts
make -C /OpenROAD-flow-scripts/flow DESIGN_CONFIG=/design/flow/config.mk WORK_HOME=/design/flow/orfs finish
[/design/flow/design.v]
`timescale 1ns / 1ns
module fifo_manager_hananel(
input 						clk,
input 						rst_b,
input 						push_to_fifo,				   
input       [6*8-1:0]       push_record,  
output 						fifo_full, 					 
output						fifo_empty, 			 
input 						pop_from_fifo,				 
output  [6*8-1:0]    	   pop_record,  
input reg 				   compare_queue,   
output reg [6*8-1:0] 		fifo_min_record,  
output reg 					fifo_min_val  
);
reg [3:0]				next_push;
reg [3:0] 		  		next_pop;
reg [3:0] next_check;
reg [9:0] addra, addrb;
wire [6*8-1:0] douta;
reg [6*8-1:0] dina, temp;
reg state, cs_a;
wire clkneg, end_fifo_comp;
assign fifo_full = (next_push + 1 == next_pop);
assign fifo_empty = (next_push == next_pop);
assign clkneg = !clk;
assign  end_fifo_comp =  ((next_check+1 == next_push)  || (next_check == next_push+15));
always @ (posedge clk)
	if (!rst_b)
	 begin
		state <= #1 0;
		next_push <= #1 0;
		next_pop <= #1 0;
		fifo_min_val <= #1 0;
		addra <= #1 0;
		cs_a <= #1 0;
		addrb <= #1 0;
	 end
	else begin
		if (push_to_fifo && !fifo_full)
		 begin
		    cs_a <= #1 1;
			dina <= #1 push_record;
			addra <= #1 next_push;
			next_push <= #1 next_push+1;
			if ((fifo_min_record[4*8-1:0] >= push_record[4*8-1:0] ) &&   !(compare_queue && state!=2))     
			begin
			 fifo_min_record <= #1 push_record;
			end
		 end
		else
		 begin
		 cs_a <= #1 0;
		 end
		if (pop_from_fifo && !fifo_empty && (!compare_queue || fifo_min_val))
			begin
			next_pop <= #1 next_pop+1;
			next_check <= #1 next_pop+1;
			addrb <= #1 next_pop+1;
			fifo_min_val <= #1 0;
			end
		if (compare_queue && !fifo_empty && !fifo_min_val)
		case(state)
		0: begin
		    fifo_min_record <= #1 pop_record;
		    if (next_check +1 != next_push)
		     begin
			    addrb <= #1 next_check +1;
			    next_check <= #1 next_check +1;
			    state <= #1 1; 
		     end
		    else
			 begin
			 fifo_min_val <= #1 1;
			end
		   end
		1: begin
		    if (fifo_min_record[4*8-1:0] >= pop_record[4*8-1:0])  
				begin
				 if (push_to_fifo && !fifo_full && (pop_record[6*8-1:2*8] >= push_record[6*8-1:2*8] ))
					fifo_min_record <= #1 push_record;
			     else
					fifo_min_record <= #1 pop_record;
				end
			if (!end_fifo_comp)
		     begin
			    addrb <= #1 next_check +1;
			    next_check <= #1 next_check +1;
			    state <= #1 1; 
		     end
			else
			 begin
			 fifo_min_val <= #1 1;
			 state <= #1 0;
			 addrb <= #1 next_pop;
			 next_check <= #1 next_pop;
			 end
		   end
		endcase
		end
	tdp_ram_hananel tdp_ram (
    .clk(clkneg),
    .cs_a(cs_a),
    .rnw_a(1'b0),
    .a_add(addra),
    .a_data_in(dina),
    .a_data_out(douta),
    .cs_b(1'b1),   
    .rnw_b(1'b1),
    .b_add(addrb),
    .b_data_in(temp),
    .b_data_out(pop_record)
     );
endmodule	 
`timescale 1ns / 1ns
module tdp_ram_hananel
  #(
    parameter data_wd=48,
    parameter add_wd=4
    )
   (
    input wire 		     clk,
    input 		     cs_a,
    input 		     rnw_a,
    input [add_wd-1:0] 	     a_add,
    input [data_wd-1:0]      a_data_in,
    output reg [data_wd-1:0] a_data_out,
    input 		     cs_b,   
    input 		     rnw_b,
    input [add_wd-1:0] 	     b_add,
    input [data_wd-1:0]      b_data_in,
    output reg [data_wd-1:0] b_data_out
     );
  reg [data_wd-1:0] ram [(1<<add_wd)-1:0];
   always @(posedge clk)
     if (cs_a)
       begin
          if (!rnw_a)
            ram[a_add] <= #1 a_data_in;
          a_data_out <= #1 ram[a_add];
       end
   always @(posedge clk)
     if (cs_b)
       begin
          if (!rnw_b)
            ram[b_add] <= #1 b_data_in;
          b_data_out <= #1 ram[b_add];
       end
endmodule
[/design/flow/config.mk]
export PLATFORM = sky130hd
export DESIGN_NAME = fifo_manager_hananel
export DESIGN_NICKNAME = fifo_manager_hananel
export VERILOG_FILES = /design/flow/design.v
export SDC_FILE = /design/flow/constraint.sdc
export NUM_CORES = 4
export LEC_CHECK = 1
export CORE_UTILIZATION = 50
==> run notes <==
run results: Num Clock Sinks=~940, HPWL after DPL=about 54,000 µm, TNS Setup=0 ns, GR Overflow Total=0, Filler Cell Count=between 5,000 and 6,000, Reg-to-Reg End=fifo_min_record[24], Worst-path clk slew=0.07 ns, Async SR Flop Fraction=0, switching share of power=0.2979, Synth cell types=between 50 and 60, Slew Limit Fails=0, worst setup margin=~1.2 ns, CP startpoint kind=flip-flop, Hold EP=addra[2], post-CTS sizing=0, Logic area=around 9100 µm², Via density=~5.4, die span in y=275.0 µm, Synthesized registers=approximately 940, Setup crit end kind=flip-flop, fp_density=0.5082, Worst EP arrival=approximately 10 ns, Syn. warnings=4, RSZ-0062 raised after global routing=false, first drt pass iteration count=29, DR WL/cell=23.71 µm, WHS Path Cells=2, Gate power share=0.177, clk latency late pin=a little under 0.7 ns, gr usage total=0.2890, Mean Syn Cell Area=19.96 µm², count leader, synth=edfxtp_1, root buf cell=clkbuf_16, critical path type=reg -> reg, deepest clock path buffer count=3, worst slack, placed=1.210 ns, LEAKAGE=between 0.015 and 0.02 µW, Clk pwr share=0.417, post-synthesis cell count=roughly 1,900, cell total after placement=between 2,000 and 3,000, largest cells by area after synthesis=edfxtp_1, mux4_2, dfxtp_1, depth of the CTS H-tree=3, Final setup viols=0, VDD IR max=between 0.15 and 0.2 mV, top-area cell type share of the netlist area=0.6995, count of input and output buffers=about 150, fraction of final layout cells sized beyond drive strength 1=0.1627, Slew headroom=0.3482, status=complete, no violations, yosys stat cell total=1,867, Ant. Diodes=0, main flop type=edfxtp_1, tool warnings=~840, power share of the sequential group=0.406, Hold Buf Count CTS=0, Power Density=236.4 nW/µm², first-pass GRT wire length=about 140,000 µm, FP Rows=99, via count=21,450, Hold Path Class=reg -> reg, post-CTS setup buffers=0, switching power=between 3000 and 4000 µW, Post-synth EDFFs=868, register area share after synthesis=0.7355, worst reg-to-reg path cell count=10, vias in the first global route=between 20,000 and 25,000, worst hold start=addra[2], Critical Path RT=about 11 ns, routability cong.=around 0.87, Chip Area=between 70,000 and 80,000 µm², FF-to-FF Start=tdp_ram.b_data_out[23], TritonCTS clock tree=yes, Synth-to-Final Area Change=25.37%, antenna-violating nets left=0, total wire length=about 94,000 µm, final hold violations=0, Post-synth top cells=edfxtp_1, mux4_2, inv_1, DR iter-0 viols=around 1,400, crit path max fanout=25, Clock Skew=0.03985 ns, r2r setup slk=around 1.2 ns, synthesized cell area=roughly 37,000 µm², worst-margin pin slew=slightly below 1 ns, Die W=around 270 µm, Cell Count, Final, Fillers Out=slightly below 4,000, Pint=around 7800 µW, largest net degree at the start of global routing=around 94, CTS Buf Count=100, Core ar.=around 73,000 µm², final core utilization=0.6371, # DRC=0, post-synth top area cell=edfxtp_1, initial antenna violation count=1, register cell area after layout=about 27,000 µm², Ports=roughly 150, Yosys chip area=between 30,000 and 40,000 µm², maxcap violations=0
## placed cells by master (no fill, tap or decap), types with 20 or more instances in the layout
cell,instances
a21oi_1,52
a222oi_1,48
buf_4,54
clkbuf_16,107
clkdlybuf4s50_1,150
dfxtp_1,64
edfxtp_1,868
ha_1,100
inv_1,978
mux4_2,240
nand2_1,43
nor2_1,31
o21ai_0,20
## power by group through the flow
stage	combinational [µW]	clock, µW	sequential [µW]
4_1_cts	1990	4720	4490
5_1_grt	2150	5100	4510
6_report	1950	4610	4480
## worst max path at each step
stage                                   from             endpoint  cells after the start
final                 tdp_ram.b_data_out[23]  fifo_min_record[24]                     10
after global routing  tdp_ram.b_data_out[27]  fifo_min_record[27]                     10
after CTS             tdp_ram.b_data_out[31]  fifo_min_record[24]                     10
## metal layers
metal	GRT usage	up-vias	share of wire
met5	0	-	0.00018
li1	-	9741	-
met4	0.07400	2	0.020
met2	0.4084	1219	0.49
met1	0.3938	10360	0.34
met3	0.2055	127	0.15
## flip-flops by register name, summed over array words and instances, names as in the netlist, 4 cells and up
signal / count
tdp_ram.ram: 768
dina: 48
fifo_min_record: 48
tdp_ram.b_data_out: 48
addra: 4
addrb: 4
next_check: 4
next_pop: 4
next_push: 4
## worst max-delay path, cell delays in order (launching register included)
cell	delay [ns]
dfxtp_1	0.35
inv_1	0.07
ha_1	0.33
and4_1	0.23
nor4bb_1	0.75
o2111ai_1	0.21
a21oi_1	0.44
o21ai_0	0.22
o22ai_4	0.66
buf_4	0.48
a222oi_1	0.18
## kinds of logic (layout without fill, tap and decap cells)
logic type                 Yosys count  in the layout  share of synthesized area
adders and majority gates          100            100                    0.03358
xor gates and xnor gates            19             19                   0.004869
buffers and inverters              241           1367                    0.02538
DFF                                935            935                     0.7355
and+or+nand+nor                    157            157                    0.02099
muxes                              240            240                     0.1451
AOI/OAI and AO/OA                  175            175                    0.03465
## layout make-up
type	count	share of cell area
Clock buffer	123	0.05903
Clock inverter	881	0.08005
Inverter	155	0.01248
Multi-Input combinational cell	691	0.1937
Sequential cell	935	0.5868
Tap cell	959	0.02568
Timing Repair Buffer	208	0.04221
## stage by stage
step | cell area, µm² | hold slack (ns) | total power, µW
after floorplan | 37260 | 0.4460 | 6061
after global placement | 40220 | 0.4906 | 6940
after detailed placement | 40220 | 0.4922 | 6946
after CTS | 46720 | 0.5030 | 11190
after global routing | 46720 | 0.5402 | 11760
final | 46720 | 0.5045 | 11050
Power is estimated from default activity; no workload was simulated.
